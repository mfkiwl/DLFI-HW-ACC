<file path="design/flow/design.v">
`timescale 1ns / 1ps
module FIFO #(  parameter DATA_BITWIDTH = 8,
                parameter ADDR_BITWIDTH = 4)  
            (   input clk, rstN, en, we,
                input[DATA_BITWIDTH-1:0] din,
                output reg[DATA_BITWIDTH-1:0] dout  );
    localparam DEPTH = 1 << ADDR_BITWIDTH;
    integer i; 
    reg[ADDR_BITWIDTH-1:0] wr_ptr;
    reg[ADDR_BITWIDTH-1:0] rd_ptr;
    reg[DATA_BITWIDTH-1:0] memory[0:DEPTH-1];
    wire full, empty;
    assign full = (wr_ptr - rd_ptr) == DEPTH ? 1'b1 : 1'b0;
    assign empty = (wr_ptr - rd_ptr) == 0 ? 1'b1 : 1'b0;
    always @(posedge clk, negedge rstN) begin
        if(!rstN) begin
            for(i = 0; i < DEPTH; i = i + 1) begin
                memory[i] <= 0;
            end
            wr_ptr <= 0;
            rd_ptr <= 0;
        end
        else begin
            case({en, we}) 
            2'b00 :;
            2'b01 : begin  
                        if(!full) begin
                            memory[wr_ptr] <= din;
                            wr_ptr <= wr_ptr + 1;
                        end
                    end
            2'b10 : begin  
                        if(!empty) begin
                            dout <= memory[rd_ptr];
                            rd_ptr <= rd_ptr + 1;
                        end
                    end
            2'b11 : begin  
                        if(!full) begin
                            memory[wr_ptr] <= din;
                            wr_ptr <= wr_ptr + 1;
                        end
                        if(!empty) begin
                            dout <= memory[rd_ptr];
                            rd_ptr <= rd_ptr + 1;
                        end
                    end
            endcase
        end
    end
endmodule
</file>
<file path="design/flow/run.sh">
#!/bin/bash
# OpenROAD 26Q1-2900-gdf79404cd8, Yosys 0.63+post, stock flow scripts
make -C /OpenROAD-flow-scripts/flow DESIGN_CONFIG=/design/flow/config.mk WORK_HOME=/design/flow/orfs finish
</file>
<file path="design/flow/config.mk">
export PLATFORM = sky130hd
export DESIGN_NAME = FIFO
export DESIGN_NICKNAME = FIFO
export VERILOG_FILES = /design/flow/design.v
export SDC_FILE = /design/flow/constraint.sdc
export NUM_CORES = 4
export LEC_CHECK = 1
export CORE_UTILIZATION = 50
</file>
<file path="design/flow/constraint.sdc">
current_design FIFO

set clk_period 3.2
set clk_io_pct 0.2

create_clock -name clk0 -period $clk_period [get_ports {clk}]

set non_clock_inputs [all_inputs -no_clocks]
set_input_delay [expr $clk_period * $clk_io_pct] -clock clk0 $non_clock_inputs
set_output_delay [expr $clk_period * $clk_io_pct] -clock clk0 [all_outputs]
</file>
==> out/writeup.txt <==
The run finished with clean final reports. The tree built by TritonCTS fans out to 144 sinks. The minimum setup slack in the final design was 0.770 ns; the via count of the first global-routing pass was 4,285. The run gives 0 as the final count of hold timing violations. With the worst clock skew on the final layout at 0.00652 ns, the quantity of I/O buffers inserted on ports is 19. The worst-case register-to-register setup slack was 0.77 ns; the setup-violating endpoint count in the final report was 0. The run gives 0 as the post-detailed-route DRC marker count. In this run, post-CTS hold repair placed 0 buffers. The run gives 49 for the count of different cell masters after synthesis. With the clock transition at the registers of the reported paths at 0.06 ns, the tally of OpenROAD warnings is 31.

Setup repair after global routing left no endpoint under its margin. The count of library flops with an enable pin was 8. For the number of diodes added for antenna fixing, the log shows 0. Per the GRT congestion report, total overflow comes to 0.

The final layout report lists a filler cell count of 1,022. Path type of the worst min-delay path: in -> async. With the count of antenna-violating nets left after detailed routing at 0, the count of pins on the block boundary is 20. For this run, the slowest stage of the critical path takes 0.46 ns. The tools report the number of warnings printed during yosys synthesis as 2. The logs give 0 for the number of antenna violations at the first check in global routing and 49.5% for the relative slew slack. The library cell contributing the largest single delay on the critical path is sky130_fd_sc_hd__dfrtp_1.

Between the synthesized netlist and the finished layout, the area growth was recorded as 14.3%. TritonCTS built the clock tree. The synthesized area was 6700 um^2; the share of flip-flops with an asynchronous set or reset after synthesis was 94.4%. In this run the horizontal extent of the chip is 118 um.

Per Yosys stat, the portion of area used by sequential elements is 54.4%. Clock latency on the worst-skew pair, taken at its later pin, is 0.41 ns. The arrival time of data at the worst endpoint is listed as 2.59 ns.

After detailed routing, the number of vias per cell comes to 5.78. For this run, the total global-route usage over all layers was measured as 24.0%. The logs give 52.2% for the initial core utilization and 299 for the number of DRC markers after the initial detailed-route iteration. The biggest area contributor in the post-synthesis netlist is sky130_fd_sc_hd__dfrtp_1. The final route contains 4,161 vias. On met1, the global router reports a usage of 42.1%. For the cell count after synthesis, the log shows 519.

The leakage component of the power was reported as 3.35 nW. Adding up every negative setup slack in the final design gives 0 ns. The total of max-cap violations was 0. The tools report the startpoint type of the worst setup path as a register. Counting the buffers created by CTS gives 17. In the setup report, the worst path falls into the class reg -> reg. The worst setup path is captured at a register.

Per the Yosys statistics, synthesis produced 519 cells. The post-route clock period utilization works out to 75.9%. After detailed routing, the average wire length per cell comes to 20.5 um.

The shortest period the worst path allows was 2.43 ns; the worst IR drop on VDD was 617 uV. Counting pins that exceed their max-slew limit in the final report gives 0. The met2 global-route usage is 33.5%.

The final layout contains routed wiring with a total length of 14,800 um. The run gives 1070 nW/um^2 for the total power per unit cell area. Ranked by total cell area, the synthesized netlist is headed by sky130_fd_sc_hd__dfrtp_1, sky130_fd_sc_hd__mux2_1, sky130_fd_sc_hd__mux2_2, sky130_fd_sc_hd__edfxtp_1, sky130_fd_sc_hd__a22oi_1. The clock passes through at most 2 buffers. In the layout the commonest cells are sky130_fd_sc_hd__dfrtp_1, sky130_fd_sc_hd__mux2_1, sky130_fd_sc_hd__mux2_2. The most numerous logic cell after layout was sky130_fd_sc_hd__dfrtp_1. The run gives 41 as the row count. Gates resized during post-CTS repair numbered 0. The tools report the library cell used as clock root buffer as sky130_fd_sc_hd__clkbuf_16. According to the floorplan report, the total die area is 13,900 um^2. The largest fanout of any net on the critical path was 15; the post-place setup slack was 0.634 ns.

The first global-routing pass estimated 24,300 um of wire. The run gives 0.889 as the global placement routability congestion. The global router reports that the layer with the highest usage is met1. The combined buffer and inverter count along the critical path came out at 2. Once detailed placement completed, the half-perimeter wirelength came to 9960 um.

The met3 routing resource usage after global routing is 5.48%. With the core region area at 12,800 um^2, the yosys synthesis chip area is 6700 um^2. The post-route netlist has 20.1% of its cells at a drive strength greater than 1.

The required time at the worst endpoint is listed as 3.36 ns. The cell class contributing the biggest share of worst-path delay was AND-OR/OR-AND gates. The detailed placer reported the number of placed instances as 688. For reference, the critical path cell chain is inv_1, ha_1, buf_4, nand2_1, o22ai_1, a311oi_1, nand4_1, o32a_1. The register bit total from synthesis is 144, and the largest net degree at the start of global routing is 63. The final instance count without filler cells was 720.

The transition time recorded at the tightest slew-check pin is 0.757 ns. The clock H-tree reported by CTS has 4 levels. The run gives 4 for the number of detailed-route iterations in the first pass. The die is 118 um tall.

The synthesis report names the predominant flop master as sky130_fd_sc_hd__dfrtp_1. The number of buffers inserted to repair setup after CTS was 0; the achievable clock frequency was 412 MHz. Per the synthesis report, the single largest cell type by area occupies 50.8% of cell area. Averaged over all synthesized cells, the footprint is 12.9 um^2.
## power breakdown
part           switching [mW]  internal (mW)
combinational            1.49           1.36
clock                   0.718           1.39
sequential              0.490           2.76
total                    2.69           5.51
## per-stage QoR
step                      cell area (um^2)  hold slack (ns)  power, mW  utilization [%]
after global routing                  7660            0.124       8.69             59.7
final                                 7660            0.113       8.20             59.7
after floorplan                       6700            0.344       5.22                -
after CTS                             7660            0.114       8.24             59.7
after detailed placement              7020            0.476       6.10             54.7
after global placement                7020            0.466       6.02             54.7
## path summary, 6_finish.rpt
check / start / to / cells after the start
max in group asynchronous: rstN / memory[7][1] / 2
worst min-delay path: rstN / memory[14][0] / 1
min in group clk0: memory[6][7] / memory[6][7] / 1
worst max-delay path: rd_ptr[0] / dout[4] / 8
worst max register to register: rd_ptr[0] / dout[4] / 8
worst min register to register: memory[6][7] / memory[6][7] / 1
## cells in the mapped netlist, types with 8 or more instances
| cell | count |
|---|---|
| sky130_fd_sc_hd__nand3_1 | 10 |
| sky130_fd_sc_hd__ha_1 | 12 |
| sky130_fd_sc_hd__o22ai_1 | 11 |
| sky130_fd_sc_hd__a22oi_1 | 20 |
| sky130_fd_sc_hd__nor2_1 | 23 |
| sky130_fd_sc_hd__dfrtp_1 | 136 |
| sky130_fd_sc_hd__mux2i_1 | 12 |
| sky130_fd_sc_hd__buf_2 | 17 |
| sky130_fd_sc_hd__nand2_1 | 30 |
| sky130_fd_sc_hd__edfxtp_1 | 8 |
| sky130_fd_sc_hd__clkbuf_1 | 12 |
| sky130_fd_sc_hd__mux2_1 | 77 |
| sky130_fd_sc_hd__and3_1 | 8 |
| sky130_fd_sc_hd__inv_1 | 8 |
| sky130_fd_sc_hd__mux2_2 | 53 |
## sequential cells by signal, summed over array words and instances (netlist names)
register  count
dout          8
memory      128
rd_ptr        4
wr_ptr        4
## logic make-up after synthesis
family          count (synthesis)  synth area share (%)
buf+inv                        44                  3.29
simple gates                   93                  6.97
flops                         144                  54.4
mux                           142                  23.6
compound gates                 78                  8.69
fa+ha+maj                      12                  2.24
xor+xnor                        6                 0.784
## final cells by class
type / count / area (um^2) / area share (%)
tap: 172 / 215 / 2.81
sequential: 144 / 3640 / 47.6
inverter: 9 / 33.8 / 0.441
multi-input combinational: 331 / 2840 / 37.0
clock inverter: 10 / 155 / 2.03
clock buffer: 22 / 485 / 6.34
timing repair buffer: 32 / 289 / 3.77
## per-layer routing
metal	vias up	part of all wire [%]
li1	1959	-
met1	2104	50
met2	94	43
met3	4	5.9
met4	0	0.52
met5	-	0
Power and IR drop assume default switching activity.
